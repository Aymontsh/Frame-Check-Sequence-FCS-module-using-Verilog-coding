$ cat flow/config.mk
export PLATFORM = sky130hd
export DESIGN_NAME = FCS_TOP
export DESIGN_NICKNAME = FCS_TOP
export VERILOG_FILES = /design/flow/design.v
export SDC_FILE = /design/flow/constraint.sdc
export NUM_CORES = 4
export LEC_CHECK = 1
export CORE_UTILIZATION = 50
$ cat flow/run.sh
#!/bin/bash
# OpenROAD 26Q1-2900-gdf79404cd8, Yosys 0.63+post, stock flow scripts
make -C /OpenROAD-flow-scripts/flow DESIGN_CONFIG=/design/flow/config.mk WORK_HOME=/design/flow/orfs finish
$ cat flow/constraint.sdc
current_design FCS_TOP

set clk_period 2.9
set clk_io_pct 0.2

create_clock -name clk0 -period $clk_period [get_ports {CLK}]

set non_clock_inputs [all_inputs -no_clocks]
set_input_delay [expr $clk_period * $clk_io_pct] -clock clk0 $non_clock_inputs
set_output_delay [expr $clk_period * $clk_io_pct] -clock clk0 [all_outputs]
$ cat flow/design.v
module Counter 
#( parameter IN_WIDTH   = 1024 )             
(
    input       wire                                        CLK,                 
    input       wire                                        RST,                 
    input       wire        [ $clog2 (IN_WIDTH)-1 : 0 ]     Data_Size,           
    input       wire                                        Cnt_En,              
    output      wire                                        Cnt_done             
);
    reg         [ $clog2 (IN_WIDTH)-1 : 0 ]         Counter;         
    reg         [ $clog2 (IN_WIDTH)-1 : 0 ]         Counter_value;
    assign Cnt_done = ( Counter == Data_Size-1 ) ? 1'b1 : 1'b0 ;
    always @ ( posedge CLK or negedge RST )
        begin
            if ( !RST )
                begin
                    Counter <= 'd0;                  
                end
            else 
                begin
                    Counter <= Counter_value;
                end
        end
    always @(*)
        begin
            if ( Cnt_En )
                begin
                    Counter_value <= Counter + 1 ;  
                end
            else 
                begin
                   Counter_value <= 'd0; 
                end
        end
endmodule
module FCS 
#(  parameter   GEN_WIDTH   = 17 ,                       
                Rem_WIDTH   = GEN_WIDTH - 1              
)
(
    input   wire                                    CLK,                 
    input   wire                                    RST,                 
    input   wire        [ GEN_WIDTH-1 : 0 ]         Stand_Gen,           
    input   wire                                    Input_Data,          
    input   wire                                    Cnt_done,            
    input   wire                                    Enable,              
    output  reg         [ Rem_WIDTH-1 : 0 ]         FCS                  
);
    reg                 [ Rem_WIDTH-1 : 0 ]         FCS_value;
    wire                                            feedback;
    wire                                            Xor_Result1;
    wire                                            Xor_Result2;
    assign feedback     = FCS[15] ^ Input_Data ;
    assign Xor_Result1  = feedback ^ FCS [4] ;
    assign Xor_Result2  = feedback ^ FCS [11] ;
    always @( posedge CLK or negedge RST )
        begin
            if ( !RST )
                begin
                    FCS <= 'd0;                  
                end
            else  
                begin
                    FCS <= FCS_value;
                end
        end
    always  @(*)
        begin
            if ( Enable )
                begin
                    if ( !Cnt_done )
                        begin
                            FCS_value   = { FCS [ 14 : 12 ] , Xor_Result2 , FCS [ 10 : 5 ] , Xor_Result1 , FCS [ 3 : 0 ] , feedback } ;
                        end
                    else
                        begin
                            FCS_value   = FCS ;  
                        end
                end
            else
                begin
                    FCS_value   = 'd0 ; 
                end
        end
endmodule
module FCS_TOP 
#(  parameter   GEN_WIDTH   = 17 ,                       
                Rem_WIDTH   = GEN_WIDTH - 1,             
                Max_IN_WIDTH   = 1024 ,                  
                Min_IN_WIDTH   = 64                      
 )
( 
    input       wire                                        CLK,                 
    input       wire                                        RST,                 
    input       wire                                        Valid_Data,          
    input       wire    [ $clog2 (Max_IN_WIDTH)-1 : 0 ]     Data_Size,           
    input       wire                                        Input_Data,          
    output      wire                                        OUT,                 
    output      wire                                        Done,                
    output      wire                                        Valid_OUT,           
    output      wire                                        Busy                 
);
    parameter   Stand_Gen    = 17'b10001000000100001;                             
    wire                                            Cnt_done;                        
    wire                                            Cnt_En;                          
    wire                                            Enable;                          
    wire    [       Rem_WIDTH-1       : 0 ]         FCS;                             
    wire                                            Shift_enable;
    wire                                            Shift_done;                   
    assign Done       = Shift_done;
    SYS_CTRL #( .Max_IN_WIDTH ( Max_IN_WIDTH ) , .Min_IN_WIDTH ( Min_IN_WIDTH ) ) SYS_CTRL_I0 (
        .CLK ( CLK ),
        .RST ( RST ),
        .Valid_Data ( Valid_Data ),
        .Cnt_done ( Cnt_done ),
        .Data_Size ( Data_Size ),
        .Shift_done ( Shift_done ),
        .Shift_enable ( Shift_enable ),
        .Cnt_En ( Cnt_En ),
        .Enable ( Enable ),
        .Busy ( Busy )
    );
    Counter #( .IN_WIDTH ( Max_IN_WIDTH ) ) Counter_I0 (
        .CLK ( CLK ),
        .RST ( RST ),    
        .Data_Size ( Data_Size ),
        .Cnt_En ( Cnt_En ),
        .Cnt_done ( Cnt_done )
    );
    FCS #( .GEN_WIDTH ( GEN_WIDTH ) , .Rem_WIDTH ( Rem_WIDTH ) )  FCS_I0 (
        .CLK ( CLK ),
        .RST ( RST ),
        .Stand_Gen ( Stand_Gen ),
        .Input_Data ( Input_Data ),
        .Cnt_done ( Cnt_done ),
        .Enable ( Enable ),
        .FCS ( FCS )
    );
    Shift_Register #( .GEN_WIDTH ( GEN_WIDTH ) , .Rem_WIDTH (Rem_WIDTH) )  SR_I0 (
        .FCS_result ( FCS ),
        .CLK ( CLK ),
        .RST ( RST ),
        .Valid_Out ( Valid_OUT ),
        .Shift_enable ( Shift_enable ),
        .Shift_done ( Shift_done ),
        .Ser_Data ( OUT )
    );
endmodule
module SYS_CTRL 
#( parameter Max_IN_WIDTH   = 1024 ,             
             Min_IN_WIDTH   = 64                 
 )            
(
    input       wire                                        CLK,                 
    input       wire                                        RST,                 
    input       wire                                        Valid_Data,          
    input       wire                                        Cnt_done,            
    input       wire    [ $clog2 (Max_IN_WIDTH)-1 : 0 ]     Data_Size,           
    input       wire                                        Shift_done,          
    output      reg                                         Shift_enable,        
    output      reg                                         Cnt_En,              
    output      reg                                         Enable,              
    output      reg                                         Busy                 
);
    reg       [1:0]     current_state , next_state;
    wire                Size_condition;                
    reg                 Busy_value;
    assign Size_condition  = ( ( Data_Size >= Min_IN_WIDTH ) && ( Data_Size <= Max_IN_WIDTH ) ) ? 1'b1 : 1'b0 ;
    localparam  IDLE            = 2'b00,                      
                FCS_Operation   = 2'b01,                      
                Shift           = 2'b10;                      
    always @( posedge CLK or negedge RST )
        begin
            if ( !RST )
                begin
                    Busy <= 'd0;
                end
            else
                begin
                    Busy <= Busy_value;
                end
        end
    always @ ( posedge CLK or negedge RST )
        begin
            if (!RST)
                begin
                    current_state <= IDLE;
                end
            else
                begin
                    current_state <= next_state;
                end
        end        
    always @(*)
        begin
            next_state  = IDLE ;
            case ( current_state )
                IDLE    :   begin
                                if ( Valid_Data && Size_condition )
                                    begin
                                        next_state  = FCS_Operation ;
                                    end
                                else
                                    begin
                                        next_state  = IDLE ;
                                    end
                            end  
             FCS_Operation  :   begin
                                if ( Cnt_done )
                                    begin
                                        next_state  = Shift ;
                                    end
                                else
                                    begin
                                        next_state  = FCS_Operation ;
                                    end                                
                            end
                Shift   :   begin
                                if ( Shift_done )
                                    begin
                                       next_state  = IDLE ; 
                                    end
                                else
                                    begin
                                        next_state  = Shift ;
                                    end
                            end
                default :   begin
                                next_state  = IDLE ;
                            end
            endcase
        end
    always @(*)
        begin
            Cnt_En       = 'b0;
            Enable       = 'b0;
            Shift_enable = 'b0;
            Busy_value   = 'b0;
            case ( current_state )
                IDLE    :   begin
                                Cnt_En       = 'b0;
                                Enable       = 'b0;
                                Shift_enable = 'b0;
                                if ( Valid_Data && Size_condition )
                                    begin
                                        Busy_value   = 'b1;
                                    end
                                else
                                    begin
                                        Busy_value   = 'b0;
                                    end
                            end  
              FCS_Operation :   begin
                                Cnt_En       = 'b1;
                                Enable       = 'b1;
                                Shift_enable = 'b0;   
                                Busy_value   = 'b1;                          
                            end
                Shift   :   begin
                                Cnt_En       = 'b0;
                                Enable       = 'b0;
                                Shift_enable = 'b1; 
                                if ( Shift_done )
                                    begin
                                       Busy_value   = 'b0; 
                                    end
                                else
                                    begin
                                        Busy_value   = 'b1;
                                    end   
                            end
                default :   begin
                                Cnt_En       = 'b0;
                                Enable       = 'b0;
                                Shift_enable = 'b0;
                                Busy_value   = 'b0;
                            end
            endcase
        end
endmodule
module Shift_Register 
#(  parameter   GEN_WIDTH   = 17 ,                       
                Rem_WIDTH   = GEN_WIDTH - 1              
 )
(
    input       wire        [ Rem_WIDTH-1 : 0 ]         FCS_result,      
    input       wire                                    CLK,             
    input       wire                                    RST,             
    input       wire                                    Shift_enable,    
    output      reg                                     Valid_Out,       
    output      reg                                     Shift_done,      
    output      reg                                     Ser_Data         
);
    reg             [ $clog2 (Rem_WIDTH) : 0 ]          Counter;
    reg             [ $clog2 (Rem_WIDTH) : 0 ]          Counter_value;
    reg             [ Rem_WIDTH-1 : 0 ]                 shift_registers;
    wire                                                NEW_DATA;          
    wire                                                Shift_done_value;             
    assign  Shift_done_value    = ( Counter  == Rem_WIDTH ) ? 1'b1 : 1'b0 ;
    assign  NEW_DATA            = ( Shift_enable == 1'b1 && Counter  == 5'd0 ) ? 1'b1 : 1'b0 ;
    assign  Valid_Out_value     = ( NEW_DATA == 1'b1 )    ? 1'b1 : 1'b0 ;
    always @ ( posedge CLK or negedge RST )
        begin
            if ( !RST )
                begin
                    Counter <= 'd0;                  
                end
            else
                begin
                    Counter <= Counter_value;
                end
        end
    always @(*)
        begin
            if ( Shift_enable )
                begin
                    Counter_value <= Counter + 1 ;  
                end
            else 
                begin
                   Counter_value <= 'd0; 
                end
        end
    always @( posedge CLK or negedge RST )
        begin
            if ( !RST )
                begin
                    Valid_Out <= 'd0;
                end
            else
                begin
                    Valid_Out <= Valid_Out_value;
                end 
        end
    always @( posedge CLK or negedge RST )
        begin
            if ( !RST )
                begin
                    Shift_done <= 'd0;
                end
            else
                begin
                    Shift_done <= Shift_done_value;
                end 
        end    
    always @( posedge CLK or negedge RST )
        begin
            if ( !RST )
                begin
                    Ser_Data  <= 'd0;
                    shift_registers <= 'd0;
                end
            else if ( NEW_DATA )
                begin
                    shift_registers <= FCS_result;
                    Ser_Data <= FCS_result [0];
                end
            else if ( Shift_enable && !Shift_done )
                begin
                    { shift_registers [ Rem_WIDTH-1 : 1 ] , Ser_Data } <= { 1'b0 , shift_registers [ Rem_WIDTH-1 : 1 ] };
                end
            else 
                begin
                    Ser_Data        <= 'd0;
                    shift_registers <= 'd0;                    
                end
        end
endmodule 
==> flow_summary.rst <==
Run summary
-----------

.. list-table::
   :header-rows: 1

   * - Metric
     - Value
   * - Area reported by Yosys stat
     - 2540 µm²
   * - Kind of path behind the tightest hold check
     - in -> async
   * - Vertical die dimension
     - around 73 µm
   * - Final worst setup slack
     - 0.482 ns
   * - Most frequent cells after synthesis
     - sky130_fd_sc_hd__nand2_1 (55), sky130_fd_sc_hd__dfrtp_1 (52), sky130_fd_sc_hd__nand3_1 (21)
   * - Pre-CTS worst setup slack
     - 0.138 ns
   * - Largest driver fanout on the critical path
     - 16
   * - Dominant cell area share
     - 0.513
   * - Placed cell area
     - 2800 µm²
   * - Library cell with the highest instance count after synthesis
     - sky130_fd_sc_hd__nand2_1
   * - Gates resized, CTS repair
     - 0
   * - Status
     - complete, no violations
   * - Vias in the first global route
     - 1642
   * - Synthesis-to-layout area growth
     - 14.0%
   * - Post-synthesis sequential area ratio
     - 0.523
   * - Number of buffers inserted during clock tree synthesis
     - 5
   * - Wire length of the first global-routing pass
     - 7.68 mm
   * - Count of endpoints failing setup in the final report
     - 0
   * - Clock-pin slew of the registers on the worst-case setup and hold paths
     - 0.10 ns
   * - Final Total Pwr
     - 0.00123 W
   * - Top-Level Pins
     - 18
   * - Worst Path Class, Setup
     - in -> reg
   * - Worst Setup End Kind
     - flop
   * - Number of cell rows
     - 25
   * - Post-route cell area
     - 2900 µm²
   * - Post-route DRC violation count
     - 0
   * - Power density over the cells
     - 426 nW/µm²
   * - Dominant synthesized flop cell
     - sky130_fd_sc_hd__dfrtp_1
   * - RePlAce Congestion
     - just under 0.8
   * - Iteration count of the initial detailed-routing pass
     - 4
   * - Total track usage
     - 0.194
   * - Number of H-tree branching levels
     - 2
   * - Max VDD drop
     - 344 µV
   * - Cell count in the Yosys report
     - 248
   * - F_max
     - slightly above 400 MHz
   * - Worst slew slack as a fraction of its limit
     - 0.491
   * - IO Port Bufs
     - 17
   * - Post-CTS Setup Inserts
     - 0
   * - Die W
     - 73.3 µm
   * - Final worst hold slack
     - 0.208 ns
   * - Count of final hold-check violations
     - 0
   * - Clk latency late pin
     - 0.30 ns
   * - # Max-Cap Violations
     - 0
   * - Clock net sink count
     - ~53
   * - Synth Area per Inst
     - 10.2 µm²
   * - Shortest period the worst path allows
     - 2.42 ns
   * - Clock skew
     - 0.00807 ns
   * - Cell depth of the worst flop-to-flop path
     - 7
   * - Violation tally from detailed-route iteration zero
     - 91
   * - Post-detail-place hpwl
     - 3.01 mm
   * - Post-layout period usage
     - 0.834
   * - Count of distinct cell types in the synthesized netlist
     - 45
   * - # hold bufs at CTS
     - 0
   * - CTS tree
     - done
   * - Accumulated negative setup slack
     - 0 ns
   * - Final wirelength
     - 4.43 mm
   * - Unrepaired setup endpoints after global routing
     - false
   * - Number of pins with negative max-slew slack in the final report
     - 0
   * - Post-Syn Instances
     - 248
   * - Root buffer cell
     - sky130_fd_sc_hd__clkbuf_8
   * - Number of synthesized flops with an enable pin
     - 0
   * - Routed wire per std cell
     - about 13 µm
   * - Die area
     - about 5400 µm²
   * - Maximum number of pins on one net before global-route repair
     - 24
   * - Ys async rst share
     - 1.00
   * - Count of antenna-violating nets left after detailed routing
     - 0
   * - Transition time at the pin with the least slew margin
     - 0.764 ns
   * - Area inside the core boundary
     - 4820 µm²
   * - Via/cell ratio
     - 5.07
   * - CTS Buffer Depth
     - 2
   * - Count of antenna diodes in the layout
     - 0
   * - Layout filler cell count
     - 427
   * - Number of vias after detailed routing
     - 1724
   * - Initial standard-cell utilization of the core
     - 0.527
   * - Arrival time of the worst setup path
     - between 2 and 3 ns
   * - Startpoint kind of the worst setup timing path
     - input pin
   * - Antenna violations before repair
     - 0
   * - Share of cells above drive strength 1
     - 0.0916
   * - Leakage power
     - around 1.4 nW
   * - Top post-synthesis cells by area
     - sky130_fd_sc_hd__dfrtp_1 (51%), sky130_fd_sc_hd__nand2_1 (8.1%), sky130_fd_sc_hd__mux2i_1 (6.3%)
   * - Warning total across the stage logs
     - 26
   * - Synthesized cell area
     - about 2500 µm²
   * - Top cell type by total area after synthesis
     - sky130_fd_sc_hd__dfrtp_1
   * - Critical path data required time
     - 3.10 ns
   * - Overflow after GRT
     - 0
   * - Number of warnings printed during yosys synthesis
     - 5
   * - Total of flip-flops plus latches after synthesis
     - 53
stage by stage:
step / utilization / std cells
after detailed placement: 0.582 / 332
after global routing: 0.601 / 340
after floorplan: - / 248
after CTS: 0.601 / 340
after global placement: 0.582 / 332
final: 0.601 / 340
worst max-delay path, cell delays in order:
cell and delay [ns]:
sky130_fd_sc_hd__clkdlybuf4s50_1 0.44, sky130_fd_sc_hd__or3_4 0.41, sky130_fd_sc_hd__or4_1 0.40, sky130_fd_sc_hd__o221ai_1 0.19
sky130_fd_sc_hd__nand4_1 0.23, sky130_fd_sc_hd__buf_12 0.24, sky130_fd_sc_hd__mux2i_1 0.12
state kept, by name, indices dropped and copies added, names as in the netlist:
signal and flops:
FCS_I0.FCS 16, SR_I0.shift_registers 15, Counter_I0.Counter 10, SR_I0.Counter 5
SYS_CTRL_I0.current_state 3, SR_I0.Ser_Data 1, SR_I0.Shift_done 1, SR_I0.Valid_Out 1
SYS_CTRL_I0.Busy 1
final timing paths:
| check | startpoint | to | slack (ns) |
|---|---|---|---|
| max in group asynchronous | RST | SYS_CTRL_I0.current_state[0]$_DFF_PN1_ | 2.02 |
| min in group clk0 | FCS_I0.FCS[9]$_DFFE_PN0P_ | SR_I0.shift_registers[9]$_DFF_PN0_ | 0.47 |
| max | Data_Size[5] | FCS_I0.FCS[6]$_DFFE_PN0P_ | 0.48 |
| min reg2reg | FCS_I0.FCS[9]$_DFFE_PN0P_ | SR_I0.shift_registers[9]$_DFF_PN0_ | 0.47 |
| min | RST | Counter_I0.Counter[9]$_DFF_PN0_ | 0.21 |
| max reg2reg | Counter_I0.Counter[8]$_DFF_PN0_ | FCS_I0.FCS[6]$_DFFE_PN0P_ | 0.97 |
power breakdown:
part	switching, W	internal, W
logic	0.0000393	0.0000365
registers	0.0000000619	0.000739
clock network	0.000245	0.000174
total	0.000285	0.000949
per-layer routing:
metal / up-vias / global-route usage / wire length (µm)
li1: 872 / - / -
met1: 815 / 0.336 / 2400
met2: 32 / 0.266 / 1750
met3: 5 / 0.0555 / 223
met4: 0 / 0.0196 / 59
met5: - / 0 / 0
placed cells by master, fill, tap and decap left out, drive strengths merged, types with 2 or more instances in the layout:
cell           synthesis  routed
nor2                  14      14
nand2                 55      55
nand4                  2       2
clkinv                 1       2
nand2b                 2       2
dfrtp                 52      52
nand3                 21      21
nor2b                  3       3
clkdlybuf4s50          0      16
and2                   7       7
mux2i                 16      16
nor3                   2       2
buf                    6      11
inv                    5       6
clkbuf                 3       5
a21oi                  2       2
or3                    2       2
nor3b                  2       2
xor2                  12      12
o21ai                  2       2
xnor2                 16      16
ha                     4       4
and3                   3       3
cell type report:
class | count | area (µm²) | area share
Clock buffer | 5 | 68.8 | 0.0238
Sequential cell | 53 | 1330 | 0.459
Timing Repair Buffer | 27 | 253 | 0.0873
Clock inverter | 3 | 25.0 | 0.00864
Inverter | 6 | 22.5 | 0.00778
Multi-Input combinational cell | 179 | 1110 | 0.385
Tap cell | 67 | 83.8 | 0.0290
logic make-up after synthesis:
group | share of synthesized area
adder cells (fa/ha/maj) | 0.0197
XOR/XNOR | 0.0966
AND-OR/OR-AND | 0.0384
flip-flops | 0.523
AND/OR/NAND/NOR | 0.221
multiplexers | 0.0631
buffers and inverters | 0.0379
Power figures rest on the tool's default switching activity, not on a simulated workload.
